==> flow/design.v <==
module RegisterFile (
    input clk, reg_write,
    input [4:0] read_reg1, read_reg2, write_reg,
    input [31:0] write_data,
    output [31:0] read_data1, read_data2
);
    reg [31:0] registers [0:31];
    always @(posedge clk) begin
        if (reg_write & write_reg)
            registers[write_reg] <= write_data;
    end
    assign read_data1 = registers[read_reg1];
    assign read_data2 = registers[read_reg2];
endmodule
==> flow/run.sh <==
#!/bin/bash
# OpenROAD 26Q1-2900-gdf79404cd8, Yosys 0.63+post, stock flow scripts
make -C /OpenROAD-flow-scripts/flow DESIGN_CONFIG=/design/flow/config.mk WORK_HOME=/design/flow/orfs finish
==> flow/config.mk <==
export PLATFORM = sky130hd
export DESIGN_NAME = RegisterFile
export DESIGN_NICKNAME = RegisterFile
export VERILOG_FILES = /design/flow/design.v
export SDC_FILE = /design/flow/constraint.sdc
export NUM_CORES = 4
export LEC_CHECK = 1
export CORE_UTILIZATION = 50
==> flow/constraint.sdc <==
current_design RegisterFile

set clk_period 7.9
set clk_io_pct 0.2

create_clock -name clk0 -period $clk_period [get_ports {clk}]

set non_clock_inputs [all_inputs -no_clocks]
set_input_delay [expr $clk_period * $clk_io_pct] -clock clk0 $non_clock_inputs
set_output_delay [expr $clk_period * $clk_io_pct] -clock clk0 [all_outputs]
==> flow_summary.toml <==
# yosys + openroad results
[setup_path]
worst_ep_required_time_ns = 6.32
crit_cells = 9
critical_path.n_buffers_inverters = 4
worst-path-max-fanout = 35
critPathCaptureType = "output port"
worst_setup_path_start_kind = "input pin"
critical_path.cell_chain = "clkdlybuf4s50_1, nor2_4, buf_12, buf_12, a22o_1, nor3_1, a31oi_1, nand3_1, clkdlybuf4s50_1"
critPathArrivalTime_ns = 4.52
crit_path_top_delay_cell = "nor2_4"
critical_path.top_delay_family = "buffers and inverters"
crit_path_max_incr_delay_ns = 0.62
setup.worst_path.class = "input pin to output port"

[global_routing]
grt_pass1_vias = 31740
overflow_left_after_global_routing = 0
track_usage = 0.2918
grt_antenna_before_repair = 2
grt_pass1_wl_mm = 193.6
grt_max_degree = 95

[power]
cellLeakagePower_nw = 22.03
ir_worst_vdd_mv = 0.1594
power.density_nw_per_um2 = 219.9

[floorplanning]
chipHeight_um = 314.1
fp.dieArea_sq_um = 98640
row_count = 114
die_w_um = 314.1
io_pins = 113
fp-utilization = 0.5042
core_area_sq_um = 96570

[clock_tree]
cts_buffers = 109
cts_tree = "done"
post-cts-setup-buffers = 0
cts_h_tree_lvls = 3
cts_hold_buffers = 0
cts_repair_resize_count = 0
cts_num_sinks = 1024
worst_setup_hold_path_clk_slew_ns = 0.06
clockRootBuffer = "clkbuf_16"
cts_max_path_buffers = 3

[synthesis]
synth.area.top_cells = "edfxtp_1 63%, mux2i_1 21%, a22oi_1 3.0%, a22o_1 2.3%, a21oi_1 2.0%"
synth-area-yosys_sq_um = 48690
synth.cellmix.compoundShare = 0.08058
post_syn_area_sq_um = 48690
synthXorXnorAreaFrac = 0
muxShareOfSynthArea = 0.2105
synth.yosys.num_cells = 3366
topCombFamilyByArea = "multiplexers"
synth.distinct_cells = 24
syn-mean-instance-area_sq_um = 14.47
post-synth-top-area-cell = "edfxtp_1"
enable_flop_cells = 1024
most_frequently_used_flop_master_after_synthesis = "edfxtp_1"
synth_cells = 3366
yosysSeqAreaShare = 0.6315
synthesis.yosys.warnings = 1
synthSimpleGateAreaFrac = 0.04530
ys_sh_adder = 0
yosys.area.top_type_share = 0.6315
proportion_of_register_bits_with_asynchronous_set_or_reset_after_synthesis = 0
postSynthRegisterBits = 1024

[finish]
layout_top_cells = "1024 x mux2i_1, 1024 x edfxtp_1, 512 x conb_1"
fillerInstances = 7279
final_layout_size_suffix_gt1_frac = 0.06761
area_delta_synth_final_pct = 15.55
largest_register_ffs = 1024
layoutNonFillerInstCount = 5315
largest-register = "registers"
postLayoutCoreUtil = 0.5826
largest_registers = "registers: 1024 flops"

[drt]
routed-via-count = 30780
wire_per_inst_um = 24.51
pre_repair_dr_iteration_count = 6
drcViolationCount = 0
route.detailed.vias_per_inst = 5.790
dr.first_iter.drc_count = 1909
routed_wl_mm = 130.3
drtAntennaViolNets = 0

[sta]
timing_max_transition_violations_final = 0
finalCritPeriodShare = 0.7726
timing.final.hold_violations = 0
fmax_ghz = 0.1638
worstMarginPinSlew_ns = 1.006
timing.slew.headroom = 0.3269
layout_min_cycle_time_ns = 6.103
setup_total_negative_slack_ns = 0
report.final.setup_viol = 0
rsz0062_at_grt = "false"

[placement]
detailedPlacementHpwl_mm = 70.26
gpl.final_weighted_congestion = 0.8647
placement.io_buffers = 112
dp.cells = 5118

[status]
run_status = "complete, no violations"

[min_path]
timing.hold.worst.class = "input pin to flip-flop"
hold-path-cell-count = 2

[flow_run]
log.warning_count = 26
timing.max_cap.violations = 0
[final timing paths]
check                           from           endpoint  slack [ns]
worst max-delay path    read_reg2[2]     read_data2[25]        1.80
worst min-delay path  write_data[14]  registers[25][14]        1.71
[cell families (layout without fill, tap and decap cells)]
group                  count (synthesis)  count (layout)
DFF                                 1024            1024
muxes                               1024            1024
buffers and inverters                252             413
and+or+nand+nor                      489             489
other                                  1             513
AOI/OAI and AO/OA                    576             576
[where the power goes]
group          internal [mW]  switching (mW)
combinational          0.511           0.753
clock                   2.71            2.02
sequential              6.26           0.110
[cell type report]
cell class	count	area, sq um	area share
multi-input combinational	2601	18480	0.3284
tap	1276	1597	0.02838
sequential	1024	30750	0.5465
clock inverter	54	331.6	0.005893
timing repair buffer	217	2170	0.03856
clock buffer	142	2937	0.05219
antenna	1	2.502	0.00004448
[per-layer routing]
metal | GRT usage | vias up | wire length (um)
met4 | 0.06330 | 6 | 3404
met3 | 0.1704 | 234 | 18600
met5 | 0.001934 | - | 41
li1 | - | 13990 | -
met1 | 0.4090 | 14980 | 48100
met2 | 0.4230 | 1561 | 60130
[stage by stage]
| stage | area (sq um) | power [mW] | hold slack (ns) | setup slack [ns] |
|---|---|---|---|---|
| floorplan | 50610 | 7.235 | 1.679 | 3.219 |
| global placement | 52990 | 7.723 | 2.401 | 1.834 |
| detailed placement | 52990 | 7.747 | 2.406 | 1.832 |
| CTS | 56260 | 12.47 | 1.672 | 1.810 |
| global route | 56260 | 12.82 | 1.722 | 1.703 |
| finish | 56260 | 12.37 | 1.715 | 1.797 |
[cell usage after synthesis (15+ instances only)]
| cell type | instances |
|---|---|
| buf_6 | 45 |
| nand2_1 | 197 |
| edfxtp_1 | 1024 |
| a31oi_1 | 64 |
| a22oi_1 | 192 |
| a21oi_1 | 192 |
| mux2i_1 | 1024 |
| nor3_1 | 68 |
| nand3_1 | 192 |
| a22o_1 | 128 |
| nor2_1 | 15 |
| clkbuf_1 | 80 |
| buf_4 | 49 |
| buf_2 | 62 |
No activity file was given, so power comes from the tool's default toggle rates.
